File: ./design.v
module SevenHexDecoder(
  input [19:0] i_addr,  
  output logic [6:0] o_seven_ten,
  output logic [6:0] o_seven_one
);
  parameter D0 = 7'b1000000;
  parameter D1 = 7'b1111001;
  parameter D2 = 7'b0100100;
  parameter D3 = 7'b0110000;
  parameter D4 = 7'b0011001;
  parameter D5 = 7'b0010010;
  parameter D6 = 7'b0000010;
  parameter D7 = 7'b1011000;
  parameter D8 = 7'b0000000;
  parameter D9 = 7'b0010000;
  parameter S0  = 5'b00000;
  parameter S1  = 5'b00001;
  parameter S2  = 5'b00010;
  parameter S3  = 5'b00011;
  parameter S4  = 5'b00100;
  parameter S5  = 5'b00101;
  parameter S6  = 5'b00110;
  parameter S7  = 5'b00111;
  parameter S8  = 5'b01000;
  parameter S9  = 5'b01001;
  parameter S10 = 5'b01010;
  parameter S11 = 5'b01011;
  parameter S12 = 5'b01100;
  parameter S13 = 5'b01101;
  parameter S14 = 5'b01110;
  parameter S15 = 5'b01111;
  parameter S16 = 5'b10000;
  parameter S17 = 5'b10001;
  parameter S18 = 5'b10010;
  parameter S19 = 5'b10011;
  parameter S20 = 5'b10100;
  parameter S21 = 5'b10101;
  parameter S22 = 5'b10110;
  parameter S23 = 5'b10111;
  parameter S24 = 5'b11000;
  parameter S25 = 5'b11001;
  parameter S26 = 5'b11010;
  parameter S27 = 5'b11011;
  parameter S28 = 5'b11100;
  parameter S29 = 5'b11101;
  parameter S30 = 5'b11110;
  parameter S31 = 5'b11111;
  logic [4:0] addr_top5;
  assign addr_top5 = i_addr[19:15];
  always_comb begin
    if      ( S1 > addr_top5 && addr_top5 >= S0 ) begin o_seven_ten = D0; o_seven_one = D0; end
    else if ( S2 > addr_top5 && addr_top5 >= S1 ) begin o_seven_ten = D0; o_seven_one = D1; end
    else if ( S3 > addr_top5 && addr_top5 >= S2 ) begin o_seven_ten = D0; o_seven_one = D2; end
    else if ( S4 > addr_top5 && addr_top5 >= S3 ) begin o_seven_ten = D0; o_seven_one = D3; end
    else if ( S5 > addr_top5 && addr_top5 >= S4 ) begin o_seven_ten = D0; o_seven_one = D4; end
    else if ( S6 > addr_top5 && addr_top5 >= S5 ) begin o_seven_ten = D0; o_seven_one = D5; end
    else if ( S7 > addr_top5 && addr_top5 >= S6 ) begin o_seven_ten = D0; o_seven_one = D6; end
    else if ( S8 > addr_top5 && addr_top5 >= S7 ) begin o_seven_ten = D0; o_seven_one = D7; end
    else if ( S9 > addr_top5 && addr_top5 >= S8 ) begin o_seven_ten = D0; o_seven_one = D8; end
    else if (S10 > addr_top5 && addr_top5 >= S9 ) begin o_seven_ten = D0; o_seven_one = D9; end
    else if (S11 > addr_top5 && addr_top5 >= S10) begin o_seven_ten = D1; o_seven_one = D0; end
    else if (S12 > addr_top5 && addr_top5 >= S11) begin o_seven_ten = D1; o_seven_one = D1; end
    else if (S13 > addr_top5 && addr_top5 >= S12) begin o_seven_ten = D1; o_seven_one = D2; end
    else if (S14 > addr_top5 && addr_top5 >= S13) begin o_seven_ten = D1; o_seven_one = D3; end
    else if (S15 > addr_top5 && addr_top5 >= S14) begin o_seven_ten = D1; o_seven_one = D4; end
    else if (S16 > addr_top5 && addr_top5 >= S15) begin o_seven_ten = D1; o_seven_one = D5; end
    else if (S17 > addr_top5 && addr_top5 >= S16) begin o_seven_ten = D1; o_seven_one = D6; end
    else if (S18 > addr_top5 && addr_top5 >= S17) begin o_seven_ten = D1; o_seven_one = D7; end
    else if (S19 > addr_top5 && addr_top5 >= S18) begin o_seven_ten = D1; o_seven_one = D8; end
    else if (S20 > addr_top5 && addr_top5 >= S19) begin o_seven_ten = D1; o_seven_one = D9; end
    else if (S21 > addr_top5 && addr_top5 >= S20) begin o_seven_ten = D2; o_seven_one = D0; end
    else if (S22 > addr_top5 && addr_top5 >= S21) begin o_seven_ten = D2; o_seven_one = D1; end
    else if (S23 > addr_top5 && addr_top5 >= S22) begin o_seven_ten = D2; o_seven_one = D2; end
    else if (S24 > addr_top5 && addr_top5 >= S23) begin o_seven_ten = D2; o_seven_one = D3; end
    else if (S25 > addr_top5 && addr_top5 >= S24) begin o_seven_ten = D2; o_seven_one = D4; end
    else if (S26 > addr_top5 && addr_top5 >= S25) begin o_seven_ten = D2; o_seven_one = D5; end
    else if (S27 > addr_top5 && addr_top5 >= S26) begin o_seven_ten = D2; o_seven_one = D6; end
    else if (S28 > addr_top5 && addr_top5 >= S27) begin o_seven_ten = D2; o_seven_one = D7; end
    else if (S29 > addr_top5 && addr_top5 >= S28) begin o_seven_ten = D2; o_seven_one = D8; end
    else if (S30 > addr_top5 && addr_top5 >= S29) begin o_seven_ten = D2; o_seven_one = D9; end
    else if (S31 > addr_top5 && addr_top5 >= S30) begin o_seven_ten = D3; o_seven_one = D0; end
    else                                           begin o_seven_ten = D3; o_seven_one = D1; end
	 end
endmodule
File: ./run.sh
#!/bin/bash
# OpenROAD 26Q1-2900-gdf79404cd8, Yosys 0.63+post, stock flow scripts
make -C /OpenROAD-flow-scripts/flow DESIGN_CONFIG=/design/flow/config.mk WORK_HOME=/design/flow/orfs finish
File: ./config.mk
export PLATFORM = sky130hd
export DESIGN_NAME = SevenHexDecoder
export DESIGN_NICKNAME = SevenHexDecoder
export VERILOG_FILES = /design/flow/design.v
export SDC_FILE = /design/flow/constraint.sdc
export NUM_CORES = 4
export LEC_CHECK = 1
export CORE_AREA = 10 10 76 76
export DIE_AREA = 0 0 86 86
File: ./constraint.sdc
current_design SevenHexDecoder

set clk_period 1.9
set clk_io_pct 0.2

create_clock -name clk0 -period $clk_period

set non_clock_inputs [all_inputs -no_clocks]
set_input_delay [expr $clk_period * $clk_io_pct] -clock clk0 $non_clock_inputs
set_output_delay [expr $clk_period * $clk_io_pct] -clock clk0 [all_outputs]
==> impl.org <==
#+TITLE: Synthesis and PnR summary

** Die
- Floorplan Core Area :: 4120 µm²
- For this design the top-level I/O count stands at 34.
- The floorplan step records an initial core utilization of 11.7%.
- Per the OpenROAD floorplan log, the height of the die is 86 µm.
- Chip width :: 86 µm
- For reference, the placement row count at floorplan is 23.
- Overall chip area :: 7400 µm²

** Global route
- Global routing consumed, over all layers together, 4.41% of the routing resources.
- Global-route wire length before repair :: 2810 µm
- Maximum number of pins on one net before global-route repair :: 12
- Summed over all layers, the global routing overflow is 0.
- Antenna violations before repair :: 0
- The via count of the first global-routing pass came to 583.

** STA
- Final setup violation count :: 0
- Period utilization :: 97.7%
- Final number of hold-violating endpoints :: 0
- Setup repair after global routing left no endpoint under its margin.
- Highest Clock Rate :: 539 MHz
- Max-slew check failures listed in the final report amount to 0.
- The final timing report gives a worst setup slack of 44.3 ps.
- Fin crit period :: 1860 ps

** Detailed routing
- The detail route stage leaves a number of antenna-violating nets equal to 0.
- Ratio of routed vias to standard cells :: 3.92
- Post-Route WL :: 1870 µm
- In the detailed route, the total length drawn on met3 is 141 µm.
- Top layer in use :: met3
- The DRC violation total left in the routed layout is recorded as 0.
- Wl on met1 :: 851 µm
- The pre-antenna-repair detailed-routing pass consisted of 3 iterations.
- Number of vias after detailed routing :: 603
- Dividing the detail-routed wire length by the instance count gives 12.1 µm.
- Number of DRC violations after detailed-routing iteration 0 :: 31
- Detailed routing placed a total of 877 µm of wire on met2.
- Diodes inserted :: 0

** Place
- RD Place Congestion :: 0.804
- Number of buffers inserted by port buffering :: 18
- Prior to clock tree synthesis, the placed netlist has a worst setup slack of -626 ps.
- Total half-perimeter wirelength after legalization and detailed placement :: 1190 µm
- The placement stage leaves a total instance area of 777 µm².

** Pwr
- Maximum vdd drop :: 0.0000433 V
- Reported leakage power :: 0.467 nW
- Power density normalized to cell area :: 219 nW/µm²
- Clk pwr share :: 0%
- Switching Power :: 0.0855 mW
- The share of total power dissipated in combinational logic is 100.0%.
- In this run switching power makes up 39.6% of total power.
- Cell internal power was estimated by the tool at 0.131 mW.
- The share of total power dissipated in sequential elements is 0%.

** Logic synthesis
- Yosys Instances :: 64
- Synthesis produced 64 cells.
- Share of the synthesized area in the top cell type :: 6.99%
- Of all cell types, the one taking the most synthesized area is buf_6.
- Cell area after synthesis :: 483 µm²
- By count the netlist is led by buf_2, nand2b_1, nor2_1, o21ai_0.
- A synthesized cell averages 7.55 µm².
- Top cells by area, synth :: buf_6, nand2b_1, buf_4
- Chip Area, Yosys :: 483 µm²
- Synth unique cells :: 38
- In the Yosys report, the sequential cells make up 0% of the chip area.
- Warnings reported by Yosys during synthesis add up to 1.

** Finish
- The post-route netlist has 57.7% of its cells at a drive strength greater than 1.
- Area growth from synthesis to final layout :: 104%
- The layout report lists the combined flip-flop and latch area as 0 µm².
- The layout has 0 clock buffers.
- Filler Cell Count :: 427
- Post-layout instance area :: 986 µm²
- Seq_cells :: 0

** Worst setup path
- STA classifies the critical path startpoint as a primary input.
- Series of cell instances along the critical path :: clkbuf_4 > buf_8 > buf_4 > nand2b_4 > o21ai_0 > a211oi_2 > dlygate4sd2_1
- Worst-path fanout max :: 5
- The longest incremental delay of any stage on the critical path is reported as 230 ps.
- WP buf/inv :: 4
- The STA report counts the stages on the worst setup path as 7.
- The OpenROAD report gives the critical path a required time of 1520 ps.
- Sort of element at the end of the critical path :: output pin
- According to the timing report, the arrival time at the worst endpoint equals 1480 ps.
- The setup path with the least slack is of type in2out.
- Critical-path top delay cell :: a211oi_2
- In this design, the largest share of critical-path delay is due to buffers and inverters.

** Run status
- Run status :: finished clean

** Worst hold path
- Class of the worst hold path :: in2out
- Hold analysis shows the worst path with a depth of 4.

** Flow run
- The run reported a max-capacitance violation count of 0.
- Number of warnings the tools reported :: 47

** Clocking
- Hold repair after CTS inserted 0 buffers.
==> cell families after synthesis <==
family / count (synthesis) / synth area share, %
simple gates: 23 / 32.9
compound gates: 22 / 35.5
buf+inv: 12 / 17.4
xor+xnor: 3 / 7.00
mux: 3 / 6.48
other cells: 1 / 0.776
==> per-stage QoR <==
stage	power, mW	TNS, ps	instances	hold WS (ps)	util (%)
6_report	0.216	0	154	1190	24.0
5_1_grt	0.234	0	154	1210	24.0
4_1_cts	0.202	0	150	1210	22.3
3_5_place_dp	0.173	-6850	139	1900	18.9
3_3_place_gp	0.174	-6900	139	1900	18.9
2_1_floorplan	0.0868	0	64	877	-
==> final timing paths <==
check	from	to	slack (ps)
setup / recovery	i_addr[17]	o_seven_one[5]	40
hold / removal	i_addr[15]	o_seven_one[6]	1190
==> what timing repair did <==
| item | CTS | global route |
|---|---|---|
| cloned | 3 | 1 |
| buffers inserted | 10 | 3 |
| pin swaps | 6 | 5 |
| setup endpoints to repair | 13 | 5 |
| resized | 59 | 11 |
==> power groups by stage <==
stage	logic [mW]	registers, mW	clock network [mW]
CTS	0.202	0	0
global route	0.234	0	0
finish	0.216	0	0
==> layer usage <==
layer	vias up	global-route usage, %
met3	0	1.53
met2	14	7.51
met4	0	0
met5	-	0
li1	309	-
met1	280	5.54
==> cells in the final DEF, fill, tap and decap left out, types with 2 or more instances in the layout <==
cell and instances:
nor2b_1 2, nand2b_1 4, nor2_1 3, buf_4 22, dlygate4sd2_1 6, o21ai_0 2, o21bai_1 2, buf_2 4
mux2i_1 2, nand2_1 2, buf_6 9, o211ai_1 3, xnor2_2 3, a31oi_1 2, a211oi_2 2, clkdlybuf4s50_1 3
==> layout make-up <==
cell class	count	area [µm²]	share of cell area (%)
Inverter	2	7.51	0.761
Multi-Input combinational cell	52	472	47.8
Tap cell	50	62.6	6.35
Timing Repair Buffer	50	444	45.1
Power is estimated from default activity; no workload was simulated.
