==> flow/design.v <==
module I2Csend(
	input i_clk,
	input i_start,
	input i_rst,
	input [23:0] i_data,
	output o_finished,
	output o_scl,
	inout io_sda
);
	localparam [23:0] RESET = 24'b0011_0100_000_1111_0_0000_0000;
	localparam S_START = 0;
	localparam S_SCLOW = 1;
	localparam S_ACK = 2;
	localparam S_FINAL = 3;
	localparam EIGHT_BITS = 8;
	logic  [1:0]  state_r, state_w;
	logic  [3:0]  bit_cnt_r, bit_cnt_w;
	logic  [1:0]  byte_cnt_r, byte_cnt_w;
	logic         scl_r, scl_w;
	logic         oack_r, oack_w;
	logic  [23:0] i_data_r, i_data_w;
	logic         o_bit_r, o_bit_w;
	logic         o_finished_r, o_finished_w;
	assign o_finished = o_finished_r;
	assign o_scl = scl_r;
	assign io_sda = oack_r ? o_bit_r : 1'bz;
	always_comb begin
		state_w      = state_r;
		bit_cnt_w    = bit_cnt_r;
		byte_cnt_w   = byte_cnt_r;
		scl_w        = scl_r;
		oack_w       = oack_r;
		i_data_w     = i_data_r;
		o_bit_w      = o_bit_r;
		o_finished_w = o_finished_r;
		case (state_r)
			S_START:
			begin
				if (i_start) begin
					state_w = S_SCLOW;
					bit_cnt_w = 0;
					byte_cnt_w = 0;
					i_data_w = i_data;
					o_finished_w = 0;
					o_bit_w = 0;
				end
			end
			S_SCLOW:
			begin
				scl_w = 0;
				if (!scl_r) begin
					state_w = S_ACK;
					o_bit_w = i_data_r[23];
					i_data_w = i_data_r << 1;
				end
			end
			S_ACK:
			begin
				if (scl_r == 0) begin  
					scl_w = 1;
				end 
				else if (scl_r == 1) begin  
					bit_cnt_w = bit_cnt_r + 1;
					scl_w = 0;
					if (bit_cnt_r < EIGHT_BITS-1) begin
						o_bit_w = i_data_r[23];
						i_data_w = i_data_r << 1;
					end 
					else if (bit_cnt_r == EIGHT_BITS-1) begin
						oack_w = 0;
					end 
					else if (bit_cnt_r == EIGHT_BITS && byte_cnt_r != 2) begin
						byte_cnt_w = byte_cnt_r + 1;
						oack_w = 1;
						bit_cnt_w = 0;
						i_data_w = i_data_r << 1;
						o_bit_w = i_data_r[23];
					end 
					else if (bit_cnt_r == EIGHT_BITS && byte_cnt_r == 2) begin
						oack_w = 1;
						o_bit_w = 0;
						state_w = S_FINAL;
					end
				end
			end
			S_FINAL:
			begin
				scl_w = 1;
				if (scl_r) begin
					state_w = S_START;
					o_bit_w = 1;
					o_finished_w = 1;
				end
			end
		endcase
	end
	always_ff @(posedge i_clk or posedge i_rst) begin
		if (i_rst) begin
			state_r      <= S_START;
			bit_cnt_r    <= 0;
			byte_cnt_r   <= 0;
			scl_r        <= 1;
			oack_r       <= 1;
			i_data_r     <= RESET;
			o_bit_r      <= 1;
			o_finished_r <= 0;
		end
		else begin
			state_r      <= state_w;
			bit_cnt_r    <= bit_cnt_w;
			byte_cnt_r   <= byte_cnt_w;
			scl_r        <= scl_w;
			oack_r       <= oack_w;
			i_data_r     <= i_data_w;
			o_bit_r      <= o_bit_w;
			o_finished_r <= o_finished_w;
		end
	end
endmodule
==> flow/run.sh <==
#!/bin/bash
# OpenROAD 26Q1-2900-gdf79404cd8, Yosys 0.63+post, stock flow scripts
make -C /OpenROAD-flow-scripts/flow DESIGN_CONFIG=/design/flow/config.mk WORK_HOME=/design/flow/orfs finish
==> flow/config.mk <==
export PLATFORM = sky130hd
export DESIGN_NAME = I2Csend
export DESIGN_NICKNAME = I2Csend
export VERILOG_FILES = /design/flow/design.v
export SDC_FILE = /design/flow/constraint.sdc
export NUM_CORES = 4
export LEC_CHECK = 1
export CORE_UTILIZATION = 40
==> flow/constraint.sdc <==
current_design I2Csend

set clk_period 3.0
set clk_io_pct 0.2

create_clock -name clk0 -period $clk_period [get_ports {i_clk}]

set non_clock_inputs [all_inputs -no_clocks]
set_input_delay [expr $clk_period * $clk_io_pct] -clock clk0 $non_clock_inputs
set_output_delay [expr $clk_period * $clk_io_pct] -clock clk0 [all_outputs]
==> results.sh <==
# physical design summary
export IMPL_core_util_floorplan=0.4233
export IMPL_asr_flop_ratio_synth=1.000
export IMPL_cts_hold_buffers=0
export IMPL_cts_post_setup_buffers_inserted=0
export IMPL_dominantRegCellSynth="sky130_fd_sc_hd__dfrtp_1"
export IMPL_synth_ff_latch_count=37
export IMPL_post_cts_resize_count=0
export IMPL_synthesis_area_um2=2026
export IMPL_final_hpwl_from_detailed_placement_um=2259
export IMPL_io_pin_count=30
export IMPL_die_height_um=73.17
export IMPL_cts_htree_levels=2
export IMPL_failing_step="4_1_cts"
export IMPL_firstError="[error] [KeplerFormal.cpp:679] Workflow failed: Iso has multiple drivers: .io_sda0, io_sda$_DFFE_PP1P_.Q0"
export IMPL_netlist_instances=157
export IMPL_yosys_warnings=2
export IMPL_yosys_cells=157
export IMPL_enable_flop_cells=0
export IMPL_cts_sinks=37
export IMPL_place_congestion=0.7545
export IMPL_synth_lib_cells_used_distinct=40
export IMPL_ctsRootBufferMaster="sky130_fd_sc_hd__clkbuf_8"
export IMPL_cts_buffers_inserted=5
export IMPL_dieWidth_um=73.17
export IMPL_total_of_buffers_placed_on_input_and_output_ports=28
export IMPL_synth_seq_share=0.4632
export IMPL_cts_buffer_depth=2
export IMPL_run_status="aborted with a tool error"
export IMPL_fp_row_count=25
export IMPL_avgSynthCellArea_um2=12.90
export IMPL_ys_chip_area_um2=2026
cells in the mapped netlist (3+ instances only):
library cell,count,area share
sky130_fd_sc_hd__ha_1,3,0.019
sky130_fd_sc_hd__buf_2,3,0.0074
sky130_fd_sc_hd__mux2_4,19,0.14
sky130_fd_sc_hd__o21ai_0,11,0.027
sky130_fd_sc_hd__dfstp_2,10,0.13
sky130_fd_sc_hd__dfrtp_1,27,0.33
sky130_fd_sc_hd__nand3_1,5,0.012
sky130_fd_sc_hd__mux2_2,26,0.14
sky130_fd_sc_hd__nand2_1,9,0.017
sky130_fd_sc_hd__inv_1,7,0.013
logic make-up after synthesis:
| group | Yosys count | share of synthesized area |
|---|---|---|
| compound gates | 24 | 0.08153 |
| simple gates | 32 | 0.09697 |
| buf+inv | 14 | 0.04386 |
| fa+ha+maj | 3 | 0.01853 |
| mux | 47 | 0.2959 |
| flops | 37 | 0.4632 |
per-stage QoR:
step	area [um^2]	utilization	std cells	setup slack (ns)	hold slack [ns]
global placement	2362	0.4936	248	0.6084	0.4787
floorplan	2026	-	157	1.181	0.4684
detailed placement	2362	0.4936	248	0.5873	0.4907
