**design/flow/config.mk**
```make
export PLATFORM = sky130hd
export DESIGN_NAME = ADC
export DESIGN_NICKNAME = ADC
export VERILOG_FILES = /design/flow/design.v
export SDC_FILE = /design/flow/constraint.sdc
export NUM_CORES = 4
export LEC_CHECK = 1
export CORE_AREA = 10 10 85 85
export DIE_AREA = 0 0 95 95
```
**design/flow/constraint.sdc**
```tcl
current_design ADC

set clk_period 2.0
set clk_io_pct 0.2

create_clock -name clk0 -period $clk_period [get_ports {i_BCLK}]

set non_clock_inputs [all_inputs -no_clocks]
set_input_delay [expr $clk_period * $clk_io_pct] -clock clk0 $non_clock_inputs
set_output_delay [expr $clk_period * $clk_io_pct] -clock clk0 [all_outputs]
```
**design/flow/design.v**
```verilog
module ADC (
	input        i_BCLK,
	input        i_rst,
	input        i_start,
	input [15:0] sram_dq,
	output       aud_dacdat,
	output		 o_finished
);
	localparam IDLE = 0;
	localparam RUN = 1;
	logic state_r, state_w, finished_w, finished_r;
	logic [3:0] count_r, count_w;
	logic [15:0] data_r, data_w;
	assign o_finished = finished_r;
	assign aud_dacdat = data_r[15];
	always_comb begin
		state_w     = state_r;
		count_w     = count_r;
		finished_w  = finished_r;
		data_w      = data_r;
		case(state_r)
			IDLE:
			begin
				if (i_start) begin
					state_w = RUN;
					count_w = 0;
					data_w = sram_dq;
				end
			end
			RUN:
			begin
				if (count_r < 16) begin
					data_w = data_r << 1;
					count_w = count_r + 1;
				end
				if (count_r == 15) begin
					count_w = 0;
					state_w = IDLE;
					finished_w = 1'b1;        
				end
			end
		endcase
	end
	always_ff @(posedge i_BCLK or posedge i_rst) begin
		if (i_rst) begin
			count_r     <= 0;
			finished_r  <= 0;
			data_r      <= 0;
			state_r     <= IDLE;
		end
		else begin
			count_r     <= count_w;
			finished_r  <= finished_w;
			data_r      <= data_w;
			state_r     <= state_w;
		end
	end
endmodule
```
**design/flow/run.sh**
```bash
#!/bin/bash
# OpenROAD 26Q1-2900-gdf79404cd8, Yosys 0.63+post, stock flow scripts
make -C /OpenROAD-flow-scripts/flow DESIGN_CONFIG=/design/flow/config.mk WORK_HOME=/design/flow/orfs finish
```
==> Changelog: implementation <==
### Metrics

- # IOs: 21
- First-pass GRT wire length: 3520 um
- Critical setup path kind: flip-flop to output port
- Detailed Place HPWL: 1470 um
- Max Freq: 670 MHz
- Largest net degree at the start of global routing: 23
- WL/cell: 10.7 um
- Commonest flop: dfrtp_1
- Grt met1 use: 0.0657
- RSZ-0062 raised after global routing: no
- Grt met2 use: 0.0709
- Slowest cell on the critical path: clkdlybuf4s50_1
- Synth Seq Share: 0.537
- Reg2reg end: data_r[1]
- Worst setup EP type: output port
- Adder Share, Synth: 0.0122
- Tool warnings: 25
- Layout cells sized above 1: 0.0672
- Setup crit start kind: flip-flop
- Leakage: 0.591 nW
- Die Height: 95 um
- Yosys top cell by instances: dfrtp_1
- Final setup viols: 0
- Setup total negative slack: 0 ns
- Rows: 27
- WP buf/inv: 1
- Crit path max-delay family: buffers and inverters
- Root buf cell: clkbuf_8
- Synth Instances: 97
- Clock transition at path regs: 0.08 ns
- Top cells by count: dfrtp_1 (22), nand2_1 (19), mux2i_1 (16)
- Post-Syn Area: 1020 sq um
- First-pass detailed-route iteration total: 4
- Post-route DRC: 0
- Largest non-sequential cell family by area: multiplexers
- Final Max Tran Viols: 0
- Total number of vias: 725
- CP peak stage delay: 0.49 ns
- Vias in the first global route: 764
- Clock sink total: 22
- Gr usage total: 0.0488
- EDFF count, synth: 0
- CP max FO: 2
- Period utilization: 0.746
- Yosys simple share: 0.0940
- Largest area contributor in the netlist: dfrtp_1
- Post-CTS Hold Fix Bufs: 0
- Postcts setup bufs: 0
- Post-synth regs: 22
- Complex Gates by Area: 0.136
- Max-cap viol count: 0
- ANT nets after route: 0
- Yosys warning count: 1
- Peak VDD IR: 351 uV
- Post-Route Utilization: 0.246
- Worst slew pin tran: 0.468 ns
- Min Tclk post-route: 1.49 ns
- Asr flop ratio synth: 1.00
- Reg2Reg Depth: 3
- CP required: 1.60 ns
- Area after DPL: 1290 sq um
- Wirelength, routed: 2050 um
- Die area: 9030 sq um
- Top cells, area: dfrtp_1 (54%), mux2i_1 (16%), nand2_1 (7.0%)
- Mux area share: 0.156
- H-tree Lvls: 1
- Synth cell types: 20
- Final Hold Viols: 0
- Area leader share: 0.537
- CTS buffer count: 3
- CP Cell Sequence: clkdlybuf4s50_1
- Chip Area, Yosys: 1020 sq um
- Xor/xnor share: 0
- Final GP Congestion: 0.798
- Synth Area per Inst: 10.6 sq um
- Yosys stat cell total: 97
- Starting Density: 0.187
- Worst slew margin: 0.688
- Status: finished, final reports clean
- Grt ovf: 0
- Worst Skew: 0.00218 ns
- Pwr Density: 1100 nW/um^2
- Initial antenna violation count: 0
- PostCTS Resize Cnt: 0
- Drt via density: 3.80
- Maximum root-to-sink buffer count: 2
- Die width: 95 um
- Diode count: 0
- CTS tree: done
- # port buffers: 20
- Worst-Skew Late Latency: 0.26 ns
- Finished Cell Area: 1350 sq um
- Core area: 5470 sq um
- HP Class: input pin to async pin
- DRT iter0 DRCs: 27
- CP Data Arrival Time: 1.09 ns
- Met3 usage: 0.0280
- Layout area overhead: 31.3%
- Grt peak-use layer: met2
- Reg2reg setup slack: 0.83 ns
- Worst reg2reg startpoint: state_r
==> final cells by class <==
| class | instances | area, sq um |
|---|---|---|
| fill | 589 | 4130 |
| timing repair buffer | 24 | 230 |
| inverter | 3 | 11.3 |
| multi-input combinational | 66 | 408 |
| clock buffer | 4 | 55.1 |
| tap | 72 | 90.1 |
| sequential | 22 | 551 |
==> power breakdown <==
part           total (W)  switching, W  internal [W]  leakage, nW
sequential      0.000737      0.000132      0.000605        0.283
clock           0.000311      0.000136      0.000175       0.0288
combinational   0.000425      0.000200      0.000225        0.280
total            0.00147      0.000468       0.00101        0.591
==> cells in the final DEF (no fill, tap or decap) <==
master           count
mux2i_1             16
dfrtp_1             22
buf_4                4
nand3_1              1
o21ai_0              9
ha_1                 1
clkbuf_8             4
clkdlybuf4s50_1     20
a21oi_1              4
nand4_1              1
nand2_1             19
o21ai_1              8
a41o_1               1
inv_1                3
a41oi_1              1
o211ai_1             2
nand2b_1             1
nor2_1               2
==> worst max-delay path by stage <==
stage	from	endpoint	cells past startpoint
4_1_cts	finished_r	o_finished	1
6_report	finished_r	o_finished	1
5_1_grt	finished_r	o_finished	1
==> logic make-up (layout without fill, tap and decap cells) <==
group | count (synthesis) | in the layout
AND/OR/NAND/NOR | 24 | 24
flip-flops | 22 | 22
buffers and inverters | 9 | 31
AND-OR/OR-AND | 25 | 25
adder cells (fa/ha/maj) | 1 | 1
multiplexers | 16 | 16
==> through the flow <==
stage	instances	worst slack (ns)	power, W	hold slack, ns
6_report	191	0.508	0.00147	0.470
5_1_grt	191	0.463	0.00161	0.504
4_1_cts	191	0.478	0.00149	0.478
3_5_place_dp	187	0.365	0.00118	0.459
3_3_place_gp	187	0.384	0.00117	0.462
2_1_floorplan	97	0.970	0.00103	0.389
==> routing by layer <==
metal	vias up	share of wire
li1	381	-
met1	328	0.49
met2	16	0.40
met3	0	0.11
met4	0	0
met5	-	0
==> registers in the layout (all words and copies together), names as in the netlist <==
name	cells
state_r	1
count_r	4
data_r	16
finished_r	1
Power and IR drop assume default switching activity.
