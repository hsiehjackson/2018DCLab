`flow/run.sh`:
```
#!/bin/bash
# OpenROAD 26Q1-2900-gdf79404cd8, Yosys 0.63+post, stock flow scripts
make -C /OpenROAD-flow-scripts/flow DESIGN_CONFIG=/design/flow/config.mk WORK_HOME=/design/flow/orfs finish
```
`flow/config.mk`:
```
export PLATFORM = sky130hd
export DESIGN_NAME = LCD_control
export DESIGN_NICKNAME = LCD_control
export VERILOG_FILES = /design/flow/design.v
export SDC_FILE = /design/flow/constraint.sdc
export NUM_CORES = 4
export LEC_CHECK = 1
export CORE_UTILIZATION = 30
```
`flow/constraint.sdc`:
```
current_design LCD_control

set clk_period 12.5
set clk_io_pct 0.2

create_clock -name clk0 -period $clk_period [get_ports {i_clk}]

set non_clock_inputs [all_inputs -no_clocks]
set_input_delay [expr $clk_period * $clk_io_pct] -clock clk0 $non_clock_inputs
set_output_delay [expr $clk_period * $clk_io_pct] -clock clk0 [all_outputs]
```
`flow/design.v`:
```
module LCD_control (
	output  [7:0] LCD_DATA,
	output LCD_EN,
	output LCD_ON,
	output LCD_RW,
	output LCD_RS,
	output LCD_BLON,
	output BUSY,
	input START,
	input CLEAR,
	input [7:0] CHARACTER,
	input [7:0] ADDRESS,
	input  i_rst,
	input  i_clk
);
enum{
	WAIT,
	INIT,
	SET_ADRR,
	SET_WORD,
	IDLE
}states;
localparam WAIT_CLOCK = 1500000;
localparam CLEAR_INTERVAL = 80000;
localparam ENABLE_INTERVAL = 30;
localparam ADDRESS_SETUP_INTERVAL = 4;
localparam INIT_INTERVAL = 2000;
localparam PROCESS_INTERVAL = 22000;
logic [2:0]  state;
logic [39:0] clock_counter;
logic [39:0] last_clock;
logic [1:0]  init_setup;
logic [7:0] data;
logic [7:0] address;
logic [7:0] character;
logic rs;
logic rw;
logic en;
logic busy;
assign LCD_DATA = data;
assign LCD_RS = rs;
assign LCD_RW = rw;
assign LCD_EN = en;
assign BUSY = busy;
assign LCD_ON = 1;
assign LCD_BLON = 1;
always_ff @(posedge i_clk or posedge i_rst) begin
	if (i_rst) begin
		state <= WAIT;
		clock_counter <= 40'b0;
		last_clock <= 40'b0;
		init_setup <= 2'b0;
		rs <= 0;
		rw <= 0;
		en <= 1;
		busy <= 1;
		data <= 8'b00111111;
		address <= 8'b0;
		character <= 8'b0;
	end
	else if (state == WAIT) begin
		if (clock_counter >= WAIT_CLOCK) begin
			state <= INIT;
			last_clock <= clock_counter;
			rs <= 0;
			rw <= 0;
		end
		clock_counter <= clock_counter + 1;
	end
	else if (state == INIT) begin
		if (init_setup == 0) begin
			rs <= 0;
			rw <= 0;
			data <= 8'b00111000;
			clock_counter <= clock_counter + 1;
			if (clock_counter >= PROCESS_INTERVAL + ENABLE_INTERVAL + ADDRESS_SETUP_INTERVAL + last_clock) begin
				init_setup <= 1;
				rs <= 0;
				rw <= 1;
				last_clock <= clock_counter + 1;
			end
			else if (clock_counter >= ENABLE_INTERVAL + ADDRESS_SETUP_INTERVAL + last_clock) begin
				en <= 0;				
			end
			else if (clock_counter >= ADDRESS_SETUP_INTERVAL + last_clock) begin
				en <= 1;
			end
		end
		else if (init_setup == 1) begin
			rs <= 0;
			rw <= 0;
			data <= 8'b00001100;
			clock_counter <= clock_counter + 1;
			if (clock_counter >= PROCESS_INTERVAL + ENABLE_INTERVAL + ADDRESS_SETUP_INTERVAL + last_clock) begin
				init_setup <= 2;
				rs <= 0;
				rw <= 1;
				last_clock <= clock_counter + 1;
			end
			else if (clock_counter >= ENABLE_INTERVAL + ADDRESS_SETUP_INTERVAL + last_clock) begin
				en <= 0;				
			end
			else if (clock_counter >= ADDRESS_SETUP_INTERVAL + last_clock) begin
				en <= 1;
			end
		end
		else if (init_setup == 2) begin
			rs <= 0;
			rw <= 0;
			data <= 8'b00000001;
			clock_counter <= clock_counter + 1;
			if (clock_counter >= WAIT_CLOCK + last_clock) begin
				init_setup <= 3;
				rs <= 0;
				rw <= 1;
				last_clock <= clock_counter + 1;
			end
			else if (clock_counter >= ENABLE_INTERVAL + ADDRESS_SETUP_INTERVAL + last_clock) begin
				en <= 0;				
			end
			else if (clock_counter >= ADDRESS_SETUP_INTERVAL + last_clock) begin
				en <= 1;
			end
		end
		else if (init_setup == 3) begin
			rs <= 0;
			rw <= 0;
			data <= 8'b00000110;
			clock_counter <= clock_counter + 1;
			if (clock_counter >= PROCESS_INTERVAL + ENABLE_INTERVAL + ADDRESS_SETUP_INTERVAL + last_clock) begin
				init_setup <= 0;
				state <= IDLE;
				busy <= 0;
				rs <= 0;
				rw <= 1;
				last_clock <= clock_counter + 1;
			end
			else if (clock_counter >= ENABLE_INTERVAL + ADDRESS_SETUP_INTERVAL + last_clock) begin
				en <= 0;				
			end
			else if (clock_counter >= ADDRESS_SETUP_INTERVAL + last_clock) begin
				en <= 1;
			end
		end
	end
	else if (state == SET_ADRR) begin
		rs <= 0;
		rw <= 0;
		data <= {1'b1,address[6:0]};
		clock_counter <= clock_counter + 1;
		if (clock_counter >= PROCESS_INTERVAL + ENABLE_INTERVAL + ADDRESS_SETUP_INTERVAL + last_clock) begin
			state <= SET_WORD;
			rs <= 0;
			rw <= 1;
			last_clock <= clock_counter + 1;
		end
		else if (clock_counter >= ENABLE_INTERVAL + ADDRESS_SETUP_INTERVAL + last_clock) begin
			en <= 0;				
		end
		else if (clock_counter >= ADDRESS_SETUP_INTERVAL + last_clock) begin
			en <= 1;
		end
	end
	else if (state == SET_WORD) begin
		rs <= 1;
		rw <= 0;
		data <= character;
		clock_counter <= clock_counter + 1;
		if (clock_counter >= PROCESS_INTERVAL + ENABLE_INTERVAL + ADDRESS_SETUP_INTERVAL + last_clock) begin
			state <= IDLE;
			busy <= 0;
			rs <= 0;
			rw <= 1;
			last_clock <= clock_counter + 1;
		end
		else if (clock_counter >= ENABLE_INTERVAL + ADDRESS_SETUP_INTERVAL + last_clock) begin
			en <= 0;				
		end
		else if (clock_counter >= ADDRESS_SETUP_INTERVAL + last_clock) begin
			en <= 1;
		end
	end
	else if ((state == IDLE) & START) begin
		busy <= 1;
		state <= SET_ADRR;
		address <= ADDRESS;
		character <= CHARACTER;
	end
end
endmodule
```
==> load_flow_metrics.sql <==
-- load yosys + openroad results
INSERT INTO impl_metrics (metric_group, metric, value, unit) VALUES
('layout', 'layout.area.seq', '2920', 'um^2'),
('worst_setup_path', 'setup.reg_to_reg.worst_slack', '6.19', 'ns'),
('timing', 'slew_headroom', '0.376', ''),
('drt', 'route.met2.wl', '14800', 'um'),
('timing', 'finalSetupViolCount', '0', ''),
('worst_setup_path', 'worstSetupEndpoint', 'last_clock[11]', ''),
('clock_tree', 'hold_buffers', '0', ''),
('worst_setup_path', 'worst_path_max_delay_cell', 'sky130_fd_sc_hd__o21ai_0', ''),
('logic_synthesis', 'top_cells_by_area', 'sky130_fd_sc_hd__dfrtp_1 (22%), sky130_fd_sc_hd__ha_1 (17%), sky130_fd_sc_hd__xnor2_1 (8.1%)', ''),
('place', 'dpl-instance-area', '12400', 'um^2'),
('worst_setup_path', 'timing.reg2reg.worst_path_depth', '20', ''),
('pwr', 'vdd_ir_drop_max', '0.0000858', 'V'),
('timing', 'worst-slew-pin-transition', '0.927', 'ns'),
('global_routing', 'grt_max_degree', '58', ''),
('timing', 'timing.final.crit_share', '0.505', ''),
('global_routing', 'antenna_found_initial', '0', ''),
('worst_hold_path', 'hold_path_class', 'flip-flop to flip-flop', ''),
('layout', 'combGateArea', '8310', 'um^2'),
('place', 'io_buffers', '29', ''),
('die', 'std_cell_core_area', '38700', 'um^2'),
('clock_tree', 'cts-root-buf', 'sky130_fd_sc_hd__clkbuf_16', ''),
('drt', 'dr_wl_met3', '1860', 'um'),
('drt', 'drt-total-wl', '33400', 'um'),
('layout', 'post_route_cells_drive_above_1_share', '0.0938', ''),
('run', 'maxCapViolations', '0', ''),
('layout', 'finish.cell_count_without_fillers', '1882', ''),
('clock_tree', 'clk_pin_slew', '0.05', 'ns'),
('worst_setup_path', 'kind_of_critical_path', 'flip-flop to flip-flop', ''),
('clock_tree', 'ctsHtreeMaxLevel', '4', ''),
('clock_tree', 'clkLatencyLatePin', '0.41', 'ns'),
('logic_synthesis', 'ys_warn_count', '1', ''),
('drt', 'count_of_inserted_antenna_diode_cells', '0', ''),
('die', 'die_w', '200', 'um'),
('timing', 'fmax', '0.158', 'GHz'),
('worst_setup_path', 'crit_chain', 'clkinv_1 -> ha_1 -> nor2b_1 -> o311a_1 -> o21ai_0 -> nand2_1 -> a21oi_1 -> nor2_1 -> nand2_1 -> xor2_1 -> ha_1 -> nand4_1 -> nor4_1 -> buf_4 -> inv_1 -> o21ai_0 -> o21bai_2 -> a21oi_4 -> buf_4 -> mux2_2', ''),
('layout', 'fillCellCount', '3966', ''),
('clock_tree', 'cts_tree', 'built', ''),
('logic_synthesis', 'ys_cells', '1363', ''),
('timing', 'min_period', '6.31', 'ns'),
('place', 'cell_total_after_placement', '1850', ''),
('timing', 'maxSlewViolCount', '0', ''),
('worst_setup_path', 'cp_data_arrival_time', '6.60', 'ns'),
('worst_setup_path', 'critical_path.startpoint', 'last_clock[6]', ''),
('pwr', 'power_density', '87.5', 'nW/um^2'),
('logic_synthesis', 'syn-cell-area', '11800', 'um^2'),
('clock_tree', 'cts-buffers-inserted', '17', ''),
('place', 'gpl.final_weighted_congestion', '1.02', ''),
('logic_synthesis', 'yosysTopAreaCell', 'sky130_fd_sc_hd__dfrtp_1', ''),
('drt', 'top_layer_used', 'met4', ''),
('logic_synthesis', 'gate_count_post_synth', '1363', ''),
('pwr', 'p_leak', '5.73', 'nW'),
('timing', 'final_hold_viol_count', '0', ''),
('place', 'place_worst_setup_slack', '6.29', 'ns'),
('die', 'chip_area', '40200', 'um^2'),
('logic_synthesis', 'postSynthAreaPerCell', '8.66', 'um^2'),
('drt', 'detail-route-antenna-nets', '0', ''),
('layout', 'post-route-cell-area', '13000', 'um^2'),
('logic_synthesis', 'yosys.stat.chipArea', '11800', 'um^2'),
('run_status', 'status', 'complete, no violations', ''),
('drt', 'drt_pre_antenna_iters', '4', ''),
('timing', 'timing.final.ws_setup', '6.19', 'ns'),
('clock_tree', 'ctsLongestPathBuffers', '2', ''),
('global_routing', 'grt_remaining_overflow', '0', ''),
('logic_synthesis', 'share_of_the_synthesized_area_in_the_top_cell_type', '0.225', ''),
('drt', 'route.detailed.wl_per_inst', '17.8', 'um'),
('logic_synthesis', 'primary_ff_master_synth', 'sky130_fd_sc_hd__dfrtp_1', ''),
('run', 'openroad.warnings', '33', ''),
('die', 'std_cell_rows', '72', ''),
('logic_synthesis', 'enable_flop_cells', '0', ''),
('drt', 'vias_per_cell', '5.26', ''),
('logic_synthesis', 'post_synth_num_cell_types', '83', '');
-- layout make-up --
cell class	instances	area share
clock inverter	9	0.00979
inverter	30	0.00883
multi-input combinational	1137	0.638
clock buffer	23	0.0367
timing repair buffer	49	0.0338
tap	518	0.0497
sequential	116	0.224
-- cells in the mapped netlist, types with 11 or more instances --
cell type,n
sky130_fd_sc_hd__a211oi_1,13
sky130_fd_sc_hd__a21o_1,19
sky130_fd_sc_hd__a21oi_1,48
sky130_fd_sc_hd__and3_1,12
sky130_fd_sc_hd__clkbuf_1,45
sky130_fd_sc_hd__dfrtp_1,106
sky130_fd_sc_hd__ha_1,160
sky130_fd_sc_hd__inv_1,28
sky130_fd_sc_hd__mux2_2,47
sky130_fd_sc_hd__nand2_1,146
sky130_fd_sc_hd__nand3_1,45
sky130_fd_sc_hd__nand4_1,51
sky130_fd_sc_hd__nor2_1,114
sky130_fd_sc_hd__nor2b_1,11
sky130_fd_sc_hd__nor3_1,46
sky130_fd_sc_hd__nor4_1,17
sky130_fd_sc_hd__o21ai_0,52
sky130_fd_sc_hd__or3_1,13
sky130_fd_sc_hd__xnor2_1,109
sky130_fd_sc_hd__xor2_1,103
-- critical path, delay by kind of cell, from the launching register on --
family	cells	cell delay, ns
AND-OR/OR-AND	6	1.90
XOR/XNOR	1	0.17
multiplexers	1	0.39
AND/OR/NAND/NOR	6	1.62
adder cells (fa/ha/maj)	2	0.63
flip-flops	1	0.46
buffers and inverters	4	1.01
-- per-layer routing --
| metal | vias to the layer above | global-route usage |
|---|---|---|
| met5 | - | 0 |
| met4 | 0 | 0.0414 |
| met3 | 45 | 0.0253 |
| met2 | 295 | 0.262 |
| met1 | 4726 | 0.267 |
| li1 | 4841 | - |
-- per-stage QoR --
| stage | hold slack, ns | power, mW | util |
|---|---|---|---|
| global route | 0.489 | 1.20 | 0.337 |
| finish | 0.477 | 1.14 | 0.337 |
| detailed placement | 0.467 | 0.647 | 0.321 |
| floorplan | 0.424 | 0.567 | - |
| global placement | 0.462 | 0.645 | 0.321 |
| CTS | 0.475 | 1.15 | 0.337 |
-- state kept, by name, indices dropped and copies added, names as in the netlist, named ones only --
name,cells
character,8
rs,1
state,4
init_setup,4
address,7
clock_counter,40
busy,1
en,1
last_clock,40
data,8
rw,1
-- placed cells by master (no fill, tap or decap), drive strengths merged, types with 10 or more instances in the layout --
cell	n
mux2	50
inv	28
xnor2	109
xor2	103
dfrtp	106
nor3	47
ha	160
nor2	115
nand4	52
or3	15
nand3	46
a21oi	49
dfstp	10
nand2	146
clkbuf	23
nor2b	11
o21ai	52
nor4	18
clkdlybuf4s50	29
a21o	19
and3	13
buf	20
a211oi	14
-- worst min path at each step --
stage	start	to	slack, ns	cells past startpoint
after CTS	data[5]	data[5]	0.48	2
after global routing	data[5]	data[5]	0.49	2
final	data[5]	data[5]	0.48	2
-- logic make-up after synthesis --
group / count (synthesis) / share of synthesized area
DFF: 116 / 0.247
other: 1 / 0.000318
buffers and inverters: 111 / 0.0495
and+or+nand+nor: 498 / 0.207
adders and majority gates: 160 / 0.170
xor gates and xnor gates: 212 / 0.157
AOI/OAI and AO/OA: 211 / 0.118
muxes: 54 / 0.0514
-- power by group --
| part | internal, mW | switching (mW) | leakage, nW |
|---|---|---|---|
| Combinational | 0.0919 | 0.101 | 3.88 |
| Sequential | 0.402 | 0.0434 | 1.54 |
| Clock | 0.329 | 0.174 | 0.301 |
Power and IR drop assume default switching activity.
